==> /design/flow/design.v <==
`timescale 1ns / 1ps
module sequence_counter(
    input wire CLK,
    input wire CLR,
    output reg [7:0] T
    );
    reg [2:0] count; 
    initial begin
        count = 3'b000;
    end
    always @(posedge CLK or posedge CLR) begin
        if(CLR) begin
            count <= 3'b000;
        end else begin
            count <= count + 1;
        end
    end
    always @(posedge CLK) begin
        case(count)
            3'b000: T = 8'b00000001; 
            3'b001: T = 8'b00000010; 
            3'b010: T = 8'b00000100; 
            3'b011: T = 8'b00001000; 
            3'b100: T = 8'b00010000; 
            3'b101: T = 8'b00100000; 
            3'b110: T = 8'b01000000; 
            3'b111: T = 8'b10000000; 
            default: T = 8'b00000000; 
        endcase
    end
endmodule
==> /design/flow/run.sh <==
#!/bin/bash
# OpenROAD 26Q1-2900-gdf79404cd8, Yosys 0.63+post, stock flow scripts
make -C /OpenROAD-flow-scripts/flow DESIGN_CONFIG=/design/flow/config.mk WORK_HOME=/design/flow/orfs finish
==> /design/flow/config.mk <==
export PLATFORM = sky130hd
export DESIGN_NAME = sequence_counter
export DESIGN_NICKNAME = sequence_counter
export VERILOG_FILES = /design/flow/design.v
export SDC_FILE = /design/flow/constraint.sdc
export NUM_CORES = 4
export LEC_CHECK = 1
export CORE_AREA = 10 10 70 70
export DIE_AREA = 0 0 80 80
==> /design/flow/constraint.sdc <==
current_design sequence_counter

set clk_period 1.2
set clk_io_pct 0.2

create_clock -name clk0 -period $clk_period [get_ports {CLK}]

set non_clock_inputs [all_inputs -no_clocks]
set_input_delay [expr $clk_period * $clk_io_pct] -clock clk0 $non_clock_inputs
set_output_delay [expr $clk_period * $clk_io_pct] -clock clk0 [all_outputs]
==> design notes <==
The count of cells along the worst register-to-register path was 3. The overall die size recorded for this design is 6400 um^2. The run gives 0.849 for the final critical-path share of the clock period.

After layout, the worst setup slack is 0.181 ns. The setup-violating endpoint count in the final report was 0; the worst-case vdd ir drop was 0.194 mV. The first detailed-routing pass ran for 2 iterations. The height of the chip was 80 um; the summed standard-cell area reported by yosys was 370 um^2.

The run gives 1 for the total number of H-tree levels. Cell at the root of the clock tree: sky130_fd_sc_hd__clkbuf_4. The highest clock frequency the design can meet came out at 981 MHz. The post-synthesis cell type count came out at 7. The run finished with clean final reports. After layout, the setup clock skew is reported as 0.00211 ns. Listed in order, past its start point the critical path passes dlygate4sd2_1.

The detailed router placed 194 vias in this run. The initial standard-cell utilization of the core came out at 0.108. The run gives 0.26 ns for the insertion delay to the later sink of the worst-skew pair. The run gives 0 as the remaining global-route overflow. In this run the deepest clock path goes through 2 buffers. In the final layout, the multi-input gates occupy 124 um^2. Using the TritonRoute via totals, the vias-per-cell ratio works out to 2.26.

With the data arrival time of the worst path at 0.78 ns, the first-pass GRT wire length is 862 um. The number of antenna diodes in the final layout is 0. Setup repair after global routing left no endpoint under its margin. For the register cell area after layout, the log shows 235 um^2.

In the final report, the number of hold violations comes to 0. TritonCTS built the clock tree. The number of buffers and inverters on the critical path came out at 1. After the first detailed-routing iteration, the DRC count stood at 2.

The smallest clock period supported by the final layout is computed as 1.02 ns. A synthesized cell averages 13.7 um^2. The run gives 0.635 for the proportion of synthesized chip area in sequential cells. The worst setup path is captured at an output pin. The total track usage is 0.0179. The run gives 0.23 ns as the register-to-register path setup slack. The initial antenna violation count was 0. The min-delay analysis places its worst path in the category primary input to async pin. Startpoint type of the worst setup path: a flop. The number of maximum-capacitance violations recorded for the run is 0. For reference, the clock transition at the flip-flops on the worst setup and hold paths is 0.07 ns. The tools report the via count of the first global-routing pass as 208.

The number of cells produced by synthesis is 27. The startpoint of the lowest-slack register-to-register path is count[0]$_DFF_PP0_. The cell at the slowest stage of the critical path was sky130_fd_sc_hd__dfxtp_1.

The critical-path maximum fanout is 1, and the per-cell routed wire length is 6.17 um. According to the dpl log, the detail-placed design has an HPWL of 443 um. Among cell families on the critical path, the largest total delay comes from flip-flops. The endpoint identified for the worst register-to-register timing path is T[0]$_SDFF_PP0_.

The flow measured a signed area growth from synthesis to layout of 44.3%. Counting pins that exceed their max-slew limit in the final report gives 0. 10 I/O pins were placed.

At the worst endpoint, the required time is 0.96 ns. At the end of routability-driven placement, the weighted congestion stood at 0.709. With the total number of placement rows at 21, the die width is 80 um. The post-synthesis register bit count was 11. The stage logs contain a warning count of 28. The core region is 3420 um^2. With the summed instance area of the synthesized netlist at 370 um^2, the tally of filler cells in the layout is 387. The final layout reports a setup TNS of 0 ns. The fraction of layout instances using a drive strength above 1 is 0.275. The final routed wirelength across all metal layers is 531 um, and the power density over the cells is 1140 nW/um^2.

The number of setup buffers added after CTS was 0; the biggest cell delay along the critical path was 0.30 ns. Per the placement log, port buffering inserted 9 buffers. The leakage dissipation is 0.268 nW. Synthesis warning total: 1. The run gives 0 as the number of hold buffers added after CTS. The number of cell instances after yosys synthesis was 27.

The pin count of the biggest net entering global routing is 10, and the number of instances resized during post-cts repair is 8. The pre-CTS setup slack was 0.207 ns; the remaining antenna violation count was 0. Looking at the max-slew report, the worst-margin pin has a slew of 0.207 ns. The tools report the TritonCTS buffer count as 3.

The number of clock sinks came to 11. Worst-case headroom to the max-slew limit: 0.862. The critical path class was flop to output pin. TritonRoute reported its final design rule violation total as 0.
state kept, by name (all words and copies together), names as in the netlist:
signal,flops
count,3
T,8
layer usage:
| layer | GRT usage | share of wire | vias to the layer above | wire length [um] |
|---|---|---|---|---|
| met5 | 0 | 0 | - | 0 |
| met4 | 0.00528 | 0 | 0 | 0 |
| met3 | 0.0261 | 0.28 | 0 | 147 |
| met2 | 0.0201 | 0.28 | 10 | 150 |
| met1 | 0.0175 | 0.44 | 79 | 232 |
| li1 | - | - | 105 | - |
worst max-delay path by stage:
stage         endpoint  cells after the start            start  slack [ns]
finish            T[1]                      1  T[1]$_SDFF_PP0_        0.18
global route      T[0]                      1  T[0]$_SDFF_PP0_        0.13
CTS               T[1]                      1  T[1]$_SDFF_PP0_        0.16
layout make-up:
class,instances,area share
inverters,3,0.0211
multi-input cells,13,0.232
flip-flops and latches,11,0.440
repair buffers,9,0.150
clock buffers,4,0.0492
well taps,46,0.108
per-stage QoR:
step	hold WS, ns	power [mW]	instances	util	cell area, um^2
CTS	0.146	0.622	86	0.156	534
global placement	0.447	0.380	82	0.152	518
global route	0.164	0.641	86	0.156	534
detailed placement	0.428	0.380	82	0.152	518
floorplan	-0.00636	0.376	27	-	370
finish	0.146	0.610	86	0.156	534
kinds of logic after synthesis:
family / synth area share
DFF: 0.635
adders and majority gates: 0.135
buffers and inverters: 0.0304
and+or+nand+nor: 0.176
xor gates and xnor gates: 0.0237
power by group:
part           total, mW  leakage [nW]  switching (mW)  internal, mW
combinational    0.00540         0.145         0.00237       0.00304
clock              0.239        0.0150           0.110         0.128
sequential         0.366         0.108               0         0.366
cell usage after synthesis, drive strengths merged:
master	count	area, um^2
xor2	1	8.76
and2b	4	35.0
dfrtp	3	75.1
and2	4	30.0
ha	4	50.1
dfxtp	8	160
inv	3	11.3
placed cells by master (no fill, tap or decap):
master | Yosys | layout
sky130_fd_sc_hd__and2b_2 | 4 | 4
sky130_fd_sc_hd__ha_1 | 4 | 4
sky130_fd_sc_hd__inv_1 | 3 | 3
sky130_fd_sc_hd__xor2_1 | 1 | 1
sky130_fd_sc_hd__and2_2 | 4 | 4
sky130_fd_sc_hd__clkdlybuf4s50_1 | 0 | 1
sky130_fd_sc_hd__dfxtp_1 | 8 | 8
sky130_fd_sc_hd__clkbuf_1 | 0 | 1
sky130_fd_sc_hd__dfrtp_1 | 3 | 3
sky130_fd_sc_hd__dlygate4sd2_1 | 0 | 8
sky130_fd_sc_hd__clkbuf_4 | 0 | 3
Power figures rest on the tool's default switching activity, not on a simulated workload.
